## flow/run.sh

```bash
#!/bin/bash
# OpenROAD 26Q1-2900-gdf79404cd8, Yosys 0.63+post, stock flow scripts
make -C /OpenROAD-flow-scripts/flow DESIGN_CONFIG=/design/flow/config.mk WORK_HOME=/design/flow/orfs finish
```

## flow/config.mk

```make
export PLATFORM = sky130hd
export DESIGN_NAME = Lab2
export DESIGN_NICKNAME = Lab2
export VERILOG_FILES = /design/flow/design.v
export SDC_FILE = /design/flow/constraint.sdc
export NUM_CORES = 4
export LEC_CHECK = 1
export CORE_UTILIZATION = 40
```

## flow/constraint.sdc

```tcl
current_design Lab2

set clk_period 10.8
set clk_io_pct 0.2

create_clock -name clk0 -period $clk_period [get_ports {clk}]

set non_clock_inputs [all_inputs -no_clocks]
set_input_delay [expr $clk_period * $clk_io_pct] -clock clk0 $non_clock_inputs
set_output_delay [expr $clk_period * $clk_io_pct] -clock clk0 [all_outputs]
```

## flow/design.v

```verilog
module Lab2(clk, button, light, dis, switch,levelLight,laserLight);
	input clk, switch;
	input [1:0] button;
	output levelLight;
	output[1:0] laserLight;
	output [41:0] dis;
	output [9:0] light;
	wire p0, p1, p2, p3, p4, p5;
	wire char0, char1;
	wire s1, s0;
	wire l1, l0;
	wire control;
	wire dmg;
	wire del1, del2, del3, del4;
	wire h1, h0;
	wire win, lose;
	wire plstat;
	wire boss;
	wire bh2, bh1, bh0;
	wire lasPos;
	wire fire;
	loop cont(clk, {button[1], button[0]},{p5, p4, p3, p2, p1, p0},
	{char1, char0},{l1, l0},switch,control,levelLight,dmg, {h1, h0},
	lose, win,plstat,boss,{bh2, bh1, bh0},{laserLight[1],laserLight[0]}, lasPos, fire,{s1, s0});
	blockDecoder dec({l1, l0}, {dis[41:0]}, {s1, s0},{p5, p4, p3, p2, p1, p0},
	{char1, char0},control, {del4, del3, del2, del1}, plstat, boss, lasPos, fire, win, lose);
	collisionDectector dect({char1, char0},{del4, del3, del2, del1}, dmg);
	healthDecoder hlthDec({h1, h0},
	{light[9],light[8],light[7],light[6],light[5],light[4],light[3],light[2],light[1],light[0]},{bh2,bh1,bh0},boss);
	endmodule
module blockDecoder(level, out, shape, pos, char, enable, delVals, sta,boss, lasPos, fire, win, lose);
	input [1:0] level;
	input [1:0] shape;
	input [5:0] pos;
	input [1:0] char;
	input fire;
	input lasPos;
	input sta;
	input boss;
	input win, lose;
	output [41:0] out;
	output [3:0] delVals;
	input enable;
	wire l0, l1, r0, r1, e;
	assign l0 = level[0];
	assign l1 = level[1];
	assign r0 = shape[0];
	assign r1 = shape[1];
	assign e = enable;
	assign out[0] = ~win&~lose&(e | (~pos[0]| ((l1|l0|r0|r1)&(l1|~l0|r1|r0)&(~l1|l0|r0|r1)&(~l1|l0|~r1|r0))));
	assign out[1] = ~win;
	assign out[2] = ~win;
	assign out[3] = ~lose&(e | (~pos[0] | (l1|l0|~r1|~r0)&(l1|~l0|r1|~r0)&(l1|~l0|~r1|r0)&(~l1|l0|~r1|r0)&(~l1|l0|~r1|~r0)));
	assign out[4] = ~win&~lose&~boss&(e | (~pos[0] | (~l1&~l0&~r1&~r0)|(~l1&~l0&~r1&r0)|(~l1&~l0&r1&r0)|(~l1&l0&~r1&~r0)|(~l1&l0&r1&~r0)));
	assign out[5] = ~win&~lose&~boss&(e | (~pos[0] | (~l1&~l0&~r1&~r0)|(~l1&~l0&r1&~r0)|(~l1&~l0&r1&r0)|(~l1&l0&~r1&r0)|(l1&~l0&r1&~r0)));
	assign out[6] = ~lose&~boss;
	assign out[7] = ~lose&~boss&(e|~pos[1] | ((l1|l0|r0|r1)&(l1|~l0|r1|r0)&(~l1|l0|r0|r1)&(~l1|l0|~r1|r0)));
	assign out[8] = ~win&~boss;
	assign out[9] = ~win&~lose&~boss;
	assign out[10] = ~lose&~boss&(e|~pos[1] | (l1|l0|~r1|~r0)&(l1|~l0|r1|~r0)&(l1|~l0|~r1|r0)&(~l1|l0|~r1|r0)&(~l1|l0|~r1|~r0));
	assign out[11] = ~boss&(e|~pos[1] | (~l1&~l0&~r1&~r0)|(~l1&~l0&~r1&r0)|(~l1&~l0&r1&r0)|(~l1&l0&~r1&~r0)|(~l1&l0&r1&~r0));
	assign out[12] = ~lose&~boss&(e|~pos[1] | (~l1&~l0&~r1&~r0)|(~l1&~l0&r1&~r0)|(~l1&~l0&r1&r0)|(~l1&l0&~r1&r0)|(l1&~l0&r1&~r0));
	assign out[13] = ~lose&~boss;
	assign out[14] = ~lose& (~boss|~fire|~lasPos)&(e|~pos[2] | ((l1|l0|r0|r1)&(l1|~l0|r1|r0)&(~l1|l0|r0|r1)&(~l1|l0|~r1|r0)));
	assign out[15] = ~win&~lose;
	assign out[16] = ~win&~lose;
	assign out[17] = ~win&~lose&(~boss|~fire|lasPos)&(e|~pos[2] | (l1|l0|~r1|~r0)&(l1|~l0|r1|~r0)&(l1|~l0|~r1|r0)&(~l1|l0|~r1|r0)&(~l1|l0|~r1|~r0));
	assign out[18] = ~lose&(e|~pos[2] | (~l1&~l0&~r1&~r0)|(~l1&~l0&~r1&r0)|(~l1&~l0&r1&r0)|(~l1&l0&~r1&~r0)|(~l1&l0&r1&~r0));
	assign out[19] = ~lose&(e|~pos[2] | (~l1&~l0&~r1&~r0)|(~l1&~l0&r1&~r0)|(~l1&~l0&r1&r0)|(~l1&l0&~r1&r0)|(l1&~l0&r1&~r0));
	assign out[20] = (~boss|~fire);
	assign out[21] = (~boss|~fire|~lasPos)&(e|~pos[3] | ((l1|l0|r0|r1)&(l1|~l0|r1|r0)&(~l1|l0|r0|r1)&(~l1|l0|~r1|r0)));
	assign out[22] = ~win;
	assign out[23] = ~win;
	assign out[24] = ~win&~lose&(~boss|~fire|lasPos)&(e|~pos[3] | (l1|l0|~r1|~r0)&(l1|~l0|r1|~r0)&(l1|~l0|~r1|r0)&(~l1|l0|~r1|r0)&(~l1|l0|~r1|~r0));
	assign out[25] = ~win&~lose&(e|~pos[3] | (~l1&~l0&~r1&~r0)|(~l1&~l0&~r1&r0)|(~l1&~l0&r1&r0)|(~l1&l0&~r1&~r0)|(~l1&l0&r1&~r0));
	assign out[26] = ~win&~lose&(e|~pos[3] | (~l1&~l0&~r1&~r0)|(~l1&~l0&r1&~r0)|(~l1&~l0&r1&r0)|(~l1&l0&~r1&r0)|(l1&~l0&r1&~r0));
	assign out[27] = (~boss|~fire);
	assign out[28] = (~boss|~fire|~lasPos)&(e|~pos[4] | ((l1|l0|r0|r1)&(l1|~l0|r1|r0)&(~l1|l0|r0|r1)&(~l1|l0|~r1|r0)));
	assign out[29] = 1'b1;
	assign out[30] = 1'b1;
	assign out[31] = (~boss|~fire|lasPos)&(e|~pos[4] | (l1|l0|~r1|~r0)&(l1|~l0|r1|~r0)&(l1|~l0|~r1|r0)&(~l1|l0|~r1|r0)&(~l1|l0|~r1|~r0));
	assign out[32] = e|~pos[4] | (~l1&~l0&~r1&~r0)|(~l1&~l0&~r1&r0)|(~l1&~l0&r1&r0)|(~l1&l0&~r1&~r0)|(~l1&l0&r1&~r0);
	assign out[33] = e|~pos[4] | (~l1&~l0&~r1&~r0)|(~l1&~l0&r1&~r0)|(~l1&~l0&r1&r0)|(~l1&l0&~r1&r0)|(l1&~l0&r1&~r0);
	assign out[34] = (~boss|~fire);
	assign out[35] = (~boss|~fire|~lasPos)&((char[0]|char[1]|sta) & (e|(~pos[5] | ((l1|l0|r0|r1)&(l1|~l0|r1|r0)&(~l1|l0|r0|r1)&(~l1|l0|~r1|r0)))));
	assign out[36] = 1'b1;
	assign out[37] = 1'b1;
	assign out[38] = (~boss|~fire|lasPos)&((~char[0]|~char[1]|sta) & (e|(~pos[5] | (l1|l0|~r1|~r0)&(l1|~l0|r1|~r0)&(l1|~l0|~r1|r0)&(~l1|l0|~r1|r0)&(~l1|l0|~r1|~r0))));
	assign out[39] = (~boss|~fire|lasPos)&((char[0]|~char[1]|sta) & (e|(~pos[5] | (~l1&~l0&~r1&~r0)|(~l1&~l0&~r1&r0)|(~l1&~l0&r1&r0)|(~l1&l0&~r1&~r0)|(~l1&l0&r1&~r0))));
	assign out[40] = (~boss|~fire|~lasPos)&((~char[0]|char[1]|sta) & (e|(~pos[5] | (~l1&~l0&~r1&~r0)|(~l1&~l0&r1&~r0)|(~l1&~l0&r1&r0)|(~l1&l0&~r1&r0)|(l1&~l0&r1&~r0))));
	assign out[41] = (~boss|~fire);
	assign delVals[0] =(~boss|~fire|~lasPos)&((l1|l0|r0|r1)&(l1|~l0|r1|r0)&(~l1|l0|r0|r1)&(~l1|l0|~r1|r0));
	assign delVals[1] =(~boss|~fire|lasPos)&((l1|l0|~r1|~r0)&(l1|~l0|r1|~r0)&(l1|~l0|~r1|r0)&(~l1|l0|~r1|r0)&(~l1|l0|~r1|~r0));
	assign delVals[2] =(~boss|~fire|lasPos)&((~l1&~l0&~r1&~r0)|(~l1&~l0&~r1&r0)|(~l1&~l0&r1&r0)|(~l1&l0&~r1&~r0)|(~l1&l0&r1&~r0));
	assign delVals[3] =(~boss|~fire|~lasPos)&((~l1&~l0&~r1&~r0)|(~l1&~l0&r1&~r0)|(~l1&~l0&r1&r0)|(~l1&l0&~r1&r0)|(l1&~l0&r1&~r0));
endmodule
module collisionDectector(char, blockPos, dmg);
	input [1:0] char;
	input [3:0] blockPos;
	output dmg;
	wire c1, c2, c3, c4;
	assign c1 = (char[0]|char[1]);
	assign c2 = (~char[0]|~char[1]);
	assign c3 = (char[0]|~char[1]);
	assign c4 = (~char[0]|char[1]);
	assign dmg = (~c1 & ~blockPos[0]) | (~c2 & ~blockPos[1]) | (~c3 & ~blockPos[2]) | (~c4 & ~blockPos[3]);
endmodule
module healthDecoder(health, out, bossHealth,boss);
	input[1:0] health;
	input[2:0] bossHealth;
	input boss;
	output[9:0] out;
	wire b2, b1, b0;
	assign b2=bossHealth[2];
	assign b1=bossHealth[1];
	assign b0=bossHealth[0];
	assign out[0] = (health[1] & health[0])|(~health[1] & health[0])|(health[1] & ~health[0]);
	assign out[1] = (health[1] & health[0])|(health[1] & ~health[0]);
	assign out[2] = (health[1] & health[0]);
	assign out[3]= 1'b0;
	assign out[4]= boss&(b2&b1&~b0);
	assign out[5]= boss&((b2&b1&~b0)|(b2&~b1&b0));
	assign out[6]= boss&((b2&b1&~b0)|(b2&~b1&b0)|(b2&~b1&~b0));
	assign out[7]= boss&((b2&b1&~b0)|(b2&~b1&b0)|(b2&~b1&~b0)|(~b2&b1&b0));
	assign out[8]= boss&((b2&b1&~b0)|(b2&~b1&b0)|(b2&~b1&~b0)|(~b2&b1&b0)|(~b2&b1&~b0));
	assign out[9]= boss&((b2&b1&~b0)|(b2&~b1&b0)|(b2&~b1&~b0)|(~b2&b1&b0)|(~b2&b1&~b0)|(~b2&~b1&b0));
endmodule
module loop(cin, button, posVal, charVal, level,power,control,lvlLight,dmg, health, lose, win, player, boss, bossHealth,laserInd,laserPos,fireLaser, shape);
	input cin, power;
	input [1:0] button;
	input dmg;
	output reg player = 1'b0;
	output reg lvlLight = 1'b1;
	output reg control = 1'b0;
	output reg boss = 1'b0;
	output reg[1:0] level = 2'd0;
	output reg[1:0] charVal = 2'd0;
	output reg[1:0] shape = 2'd0;
	output reg[5:0] posVal = 6'd0;
	output reg [1:0] health = 2'd3;
	output reg [2:0] bossHealth = 3'd6;
	output reg [1:0] laserInd = 2'b11;
	output reg laserPos = 1'b0;
	output reg fireLaser = 1'b0;
	output reg lose = 1'b0;
	output reg win = 1'b0;
	reg[31:0] count = 32'd0;
	reg[22:0] delayCount= 23'b0;
	reg[31:0] blinkCount = 32'd0;
	reg[31:0] bossCount = 32'd0;
	reg[31:0] laserCount = 32'd0;
	reg delay = 0;
	reg[3:0] lvlCounter = 4'd0;
	reg[3:0] bossHits = 4'd0;
	reg gen = 0;
	reg[3:0] val1 = 4'd0;
	reg[3:0] val2 = 4'd2;
	parameter C = 32'd50000000;
	parameter D = 23'd5000000;
	parameter E = 32'd10000000;
	parameter F = 32'd45000000;
	parameter G = 2'd3;
	reg [3:0] lvl = 4'd4;
	integer j = 24000000;
	integer k = 8000000;
	always @(posedge cin) begin
		if(power == 1 && win == 1'b0 && lose == 1'b0)begin
			if(button[1] == 0 && delay == 0)begin
				if(charVal < 2'd3)begin
					delay <= 1;
					charVal <= charVal + 1;
				end
			end
			if(button[0] == 0 && delay == 0)begin
				if(charVal > 2'd0) begin
					delay <=1 ;
					charVal <= charVal - 1;
				end
			end
			if(delay == 1)
				delayCount <= delayCount + 23'b1;
			if(delayCount >= D-1)begin
				delayCount <= 23'd0;
				delay <= 0;
			end
			blinkCount <= blinkCount + 32'd1;
			if(blinkCount >= E-1)begin
				blinkCount <= 32'd0;
				if(player == 1'b1)
					player <= 1'b0;
				else if(player == 1'b0)
					player <= 1'b1;
			end
			count <= count + 32'd1;
			if (count  >= C-j && control == 1'b0)
			begin
				if(lvlCounter == lvl && level < 3)begin
					level = level + 2'd1;
					if(level >= 3)
						control = 1'b1;
					lvlCounter <= 4'd0;
					j = j+k;
					lvl <= lvl+4'd4;
				end
				count <= 32'd0;
				if(posVal == 6'd0)begin
					posVal <= 6'd1;
					if(lvlCounter == lvl-1)
						lvlLight <= 1'b0;
				end
				else if(posVal == 6'd1)
					posVal <= 6'd2;
				else if(posVal == 6'd2)
					posVal <= 6'd4;
				else if(posVal == 6'd4)
					posVal <= 6'd8;
				else if(posVal == 6'd8)
					posVal <= 6'd16;
				else if(posVal == 6'd16)
					posVal <= 6'd32;
				else if(posVal == 6'd32) begin
					posVal <= 6'd0;
					lvlLight <= 1'b1;
					lvlCounter <= lvlCounter + 4'd1;
					if(dmg == 1 && power == 1)
						health = health - 1;
					shape <= val1 ^ val2;
					if(charVal < 3)
						val1 <= charVal+1;
					else
						val1 <= charVal;
					val2 <= val2 + 1;
				end
			end
			if(control == 1'b1 && level >= 3)begin
				boss <= 1'b1;
				bossCount <= bossCount + 32'd1;
				laserCount <= laserCount +32'd1;
				if(bossCount >= C-1)begin
					bossHits <= bossHits + 1;
					bossCount <= 32'd0;
				end
				if(bossHits >= 4'd4)begin
					if(bossHealth > 3'd0)
						bossHealth <= bossHealth - 3'd1;
					bossHits <= 4'd0;
				end
				if(laserCount >= F-1)begin
					laserCount <= 32'd0;
					if(gen == 1)begin
						fireLaser <= 1'b1;
						laserInd <= 2'b11;
						gen <= 0;
					end
					if(gen == 0)begin
						if(dmg == 1)
							health = health - 1;
						laserPos <= ~laserPos;
						fireLaser <= 1'b0;
						gen <= 1;
						if(laserPos == 1)
							laserInd <= 2'b01;
						if(laserPos == 0)
							laserInd <= 2'b10;
					end
				end	
			end
		end
		if(health <= 2'b0)begin
			lose <= 1'b1;
			boss <= 1'b0;
			laserInd <= 2'b11;
		end
		if(bossHealth <= 3'd0)begin
			win <= 1'b1;
			boss <= 1'b0;
			laserInd <= 2'b11;
		end
	end
endmodule
```

==> flow.log <==
[metrics] run summary
INFO  metric outcome = completed
INFO  metric place_congestion = 0.8588
INFO  metric period_needed = 4.977 ns
INFO  metric clock_sinks = 217
INFO  metric die_area = 31570 um2
INFO  metric hold-worst-slack = 0.4475 ns
INFO  metric r2r_setup_slk = 5.82 ns
INFO  metric std_cell_rows = 63
INFO  metric final_cell_mix = sky130_fd_sc_hd__edfxtp_1, sky130_fd_sc_hd__nor2_1, sky130_fd_sc_hd__xor2_1
INFO  metric synth-async-reset-ratio = 0
INFO  metric area_growth_from_synthesis_to_final_layout = 15.33%
INFO  metric enable_flop_cells = 212
INFO  metric synth-main-ff-cell = sky130_fd_sc_hd__edfxtp_1
INFO  metric initial_utilization = 0.4110
INFO  metric fin_crit_sh = 0.4609
INFO  metric ys_chip_area = 12340 um2
INFO  metric core_area = 30030 um2
INFO  metric first_pass_grt_wire_length = 38.15 mm
INFO  metric final-setup-viol-count = 0
INFO  metric timing.critical_path.slowest_stage_cell = sky130_fd_sc_hd__edfxtp_1
INFO  metric htreeDepth = 1
INFO  metric clk-insertion-delay-late = 0.53 ns
INFO  metric totalNegativeSetupSlack = 0 ns
INFO  metric drt_drc_violations_left = 0
INFO  metric chipHeight = 177.7 um
INFO  metric cts_tree = done
INFO  metric grt_start_max_net_pins = 65
INFO  metric numSynthFlops = 217
INFO  metric yosysSeqAreaShare = 0.5238
INFO  metric drt-pass1-iter-count = 4
INFO  metric pin_count = 59
INFO  metric synth.lib_cells_used.distinct = 76
INFO  metric yosysWarnings = 1
INFO  metric total_power = 2.133 mW
INFO  metric diodes = 0
INFO  metric ctsLongestPathBuffers = 3
INFO  metric slew-limit-headroom = 0.4504
INFO  metric synthCells = 1164
INFO  metric detail_route.vias_per_cell = 4.948
INFO  metric detailedPlacementHpwl = 15.03 mm
INFO  metric die_w = 177.7 um
INFO  metric startpoint_type = flop
INFO  metric layout_top_cell = sky130_fd_sc_hd__edfxtp_1
INFO  metric routedWlPerCell = 13.59 um
INFO  metric cts_root_buffer = sky130_fd_sc_hd__clkbuf_16
INFO  metric synth-cells-yosys = 1164
INFO  metric cp_slowest_stage_delay = 0.47 ns
INFO  metric cells_resized_by_post_cts_repair = 0
INFO  metric finalHoldViolations = 0
INFO  metric syn_area_per_cell = 10.61 um2
INFO  metric post_cts_buffers = 0
INFO  metric openroad.warnings = 35
INFO  metric timing.clock.skew = 0.01131 ns
INFO  metric maxClockFrequency = 200.9 MHz
INFO  metric place_inst = 1603
INFO  metric grt_setup_unrepaired = false
INFO  metric drv.max_cap_violation_count = 0
INFO  metric drv_slew = 0
INFO  metric gr-usage-all-layers = 0.1547
INFO  metric crit_path_cell_trace = inv_1 > ha_1 > nand2b_1 > a31oi_1 > o21bai_1 > and3_1 > a41oi_1 > nor2b_1 > nor3b_1 > xor2_1 > ha_1 > and4_1 > nand2_1 > a31o_2 > a21oi_4 > buf_4 > nand2_1 > clkinv_2 > and2_1 > buf_4
INFO  metric io_buffers = 53
INFO  metric worst_setup_hold_path_clk_slew = 0.06 ns
INFO  metric number_of_global_route_vias_before_repair = 7844
INFO  metric p_leak = 5.038 nW
INFO  metric drt-total-wl = 22.43 mm
INFO  metric timing.setup.critical_path_class = flop to flop
INFO  metric peak_supply_drop = 0.0001091 V
INFO  metric post_cts_hold_buffer_count = 0
INFO  metric mappedNetlistArea = 12340 um2
INFO  metric cp.arrival = 5.17 ns
INFO  metric final_cells = 1651
INFO  metric first_iter_violations = 451
INFO  metric postRouteAntennaNets = 0
INFO  metric num_cts_buffers = 26
INFO  metric power_density = 149.8 nW/um2
INFO  metric path_category_of_the_worst_min_delay_check = flop to flop
INFO  metric postLayoutCoreUtil = 0.4740
INFO  metric cp-end-kind = flop
INFO  metric critical_path_required = 10.99 ns
INFO  metric worst_slew_pin_slew = 0.8168 ns
INFO  metric total_grt_overflow = 0
INFO  metric cp_max_fo = 42
INFO  metric grt_antenna_before_repair = 0
INFO  metric via_count = 8169
INFO  metric share_of_layout_cells_above_drive_strength_1 = 0.07137
kinds of logic (layout without fill, tap and decap cells):
family / Yosys count / in the layout / synth area share
DFF: 217 / 217 / 0.5238
buffers and inverters: 90 / 161 / 0.03659
adders and majority gates: 45 / 45 / 0.04561
other: 2 / 28 / 0.0006084
muxes: 3 / 3 / 0.002433
xor gates and xnor gates: 165 / 165 / 0.1171
and+or+nand+nor: 501 / 501 / 0.1964
AOI/OAI and AO/OA: 141 / 141 / 0.07744
final cells by class:
cell class / instances / area (um2)
Sequential cell: 217 / 6466
Multi-Input combinational cell: 883 / 5539
Clock inverter: 18 / 262.8
Fill cell: 2632 / 15800
Timing Repair Buffer: 63 / 605.6
Tap cell: 390 / 488.0
Inverter: 50 / 188.9
Clock buffer: 30 / 685.7
metal layers:
| layer | GRT usage | share of wire | up-vias |
|---|---|---|---|
| li1 | - | - | 4285 |
| met4 | 0.02991 | 0.021 | 0 |
| met1 | 0.2672 | 0.53 | 3767 |
| met2 | 0.2173 | 0.42 | 88 |
| met5 | 0 | 0 | - |
| met3 | 0.02596 | 0.031 | 29 |
worst paths after layout:
path / start / to / cells past startpoint
min reg2reg: cont.gen / cont.fireLaser / 0
max: cont.j[9] / cont.j[10] / 20
max reg2reg: cont.j[9] / cont.j[10] / 20
min: cont.gen / cont.fireLaser / 0
through the flow:
stage / instance area [um2] / setup slack, ns
final: 14240 / 5.823
after global routing: 14240 / 5.483
after CTS: 14240 / 5.827
after detailed placement: 13290 / 5.841
after global placement: 13290 / 5.987
after floorplan: 12440 / 4.177
Yosys cell counts, types with 5 or more instances:
cell type                    n  area [um2]
sky130_fd_sc_hd__a211oi_1    7       52.55
sky130_fd_sc_hd__a21oi_1    45       225.2
sky130_fd_sc_hd__a31oi_1     7       43.79
sky130_fd_sc_hd__and2_1     12       75.07
sky130_fd_sc_hd__and3_1     29       181.4
sky130_fd_sc_hd__and4_1      6       52.55
sky130_fd_sc_hd__buf_4      13       97.59
sky130_fd_sc_hd__clkbuf_1   22       82.58
sky130_fd_sc_hd__dfxtp_1     5       100.1
sky130_fd_sc_hd__edfxtp_1  212        6366
sky130_fd_sc_hd__ha_1       45       563.0
sky130_fd_sc_hd__inv_1      49       183.9
sky130_fd_sc_hd__nand2_1    81       304.0
sky130_fd_sc_hd__nand2b_1    8       50.05
sky130_fd_sc_hd__nand3_1    53       265.3
sky130_fd_sc_hd__nand4_1    32       200.2
sky130_fd_sc_hd__nor2_1    202       758.2
sky130_fd_sc_hd__nor2b_1    16       100.1
sky130_fd_sc_hd__nor3_1     19       95.09
sky130_fd_sc_hd__nor3b_1     5       37.54
sky130_fd_sc_hd__nor4_1     13       81.33
sky130_fd_sc_hd__o21ai_0    29       145.1
sky130_fd_sc_hd__o21ai_1     6       30.03
sky130_fd_sc_hd__or3_1       5       31.28
sky130_fd_sc_hd__xnor2_1    73       639.4
sky130_fd_sc_hd__xor2_1     92       805.8
power breakdown:
group          switching, mW  total (mW)  leakage [nW]  internal (mW)
sequential            0.0390        1.01          2.05          0.970
clock                  0.351       0.950         0.462          0.600
combinational         0.0823       0.174          2.52         0.0917
registers in the layout (all words and copies together), names as in the netlist, 2 cells and up, named ones only:
name             flops
cont.lvlCounter      4
cont.count          32
cont.blinkCount     32
cont.bossHits        4
cont.laserCount     32
cont.bossCount      32
cont.laserInd        2
cont.j              23
cont.val2            2
cont.level           2
cont.bossHealth      3
cont.delayCount     23
cont.val1            2
cont.lvl             2
cont.posVal          6
cont.shape           2
cont.health          2
critical path: cells and delay by family (launching register included):
family | cells | cell delay (ns)
AND-OR/OR-AND | 5 | 1.11
XOR/XNOR | 1 | 0.13
adder cells (fa/ha/maj) | 2 | 0.52
buffers and inverters | 4 | 1.02
flip-flops | 1 | 0.47
AND/OR/NAND/NOR | 8 | 1.37
Power figures rest on the tool's default switching activity, not on a simulated workload.
